## ./config.mk

```make
export PLATFORM = sky130hd
export DESIGN_NAME = alu
export DESIGN_NICKNAME = alu
export VERILOG_FILES = /design/flow/design.v
export SDC_FILE = /design/flow/constraint.sdc
export NUM_CORES = 4
export LEC_CHECK = 1
export CORE_AREA = 10 10 87 87
export DIE_AREA = 0 0 97 97
```

## ./constraint.sdc

```tcl
current_design alu

set clk_period 5.9
set clk_io_pct 0.2

create_clock -name clk0 -period $clk_period [get_ports {clk}]

set non_clock_inputs [all_inputs -no_clocks]
set_input_delay [expr $clk_period * $clk_io_pct] -clock clk0 $non_clock_inputs
set_output_delay [expr $clk_period * $clk_io_pct] -clock clk0 [all_outputs]
```

## ./design.v

```verilog
module alu( clk, sel, a, b, c, result );
 input clk;
 input [2:0] sel;
 input [3:0] a, b, c;
 output reg [4:0] result;
 always @( posedge clk ) begin
  if ( sel == 3'b000 ) begin
   if ( a > b && a > c ) begin
    result = a;
   end
   else if ( b > a && b > c ) begin
    result = b;
   end
   else begin
    result = c;
   end
  end
  else if ( sel == 3'b001 ) begin
   result = a + b;
  end
  else if ( sel == 3'b010 ) begin
   result = a - b;
  end
  else if ( sel == 3'b011 ) begin
   result = a / b;
  end
  else if ( sel == 3'b100 ) begin
   result = a % b;
  end
  else if ( sel == 3'b101 ) begin
   result = a << 1;
  end
  else if ( sel == 3'b110 ) begin
   result = a >> 1;
  end
  else if ( sel == 3'b111 ) begin
   if ( a > b ) begin
    result = 5'b00001;
   end
   else begin
    result = 5'b0;
   end
  end
 end
endmodule
```

## ./run.sh

```bash
#!/bin/bash
# OpenROAD 26Q1-2900-gdf79404cd8, Yosys 0.63+post, stock flow scripts
make -C /OpenROAD-flow-scripts/flow DESIGN_CONFIG=/design/flow/config.mk WORK_HOME=/design/flow/orfs finish
```

==> results.py <==
# Synthesis and PnR figures
metrics = {
    "drt": {
        "antenna_left": 0,
        "num_vias": 2265,
        "drt-pass1-iter-count": 4,
        "drc": 0,
        "n_antenna_cell": 0,
        "avgViaCountPerCell": 5.207,
        "wl_per_cell_um": 14.49,
        "initialDrtViolationCount": 92,
        "finalWirelength_um": 6302,
    },
    "pwr": {
        "p_seq_frac": 0.093,
        "internal_power_uw": 319.3,
        "power_frac_comb": 0.786,
        "clkPwrFrac": 0.121,
        "p_leak_uw": 0.001416,
        "power.total_uw": 516.6,
        "powerDensity_mw_per_mm2": 169.1,
        "swShare": 0.3820,
        "p_switching_uw": 197.4,
        "ir_drop_v": 0.0001189,
    },
    "logic_synthesis": {
        "yosysTopAreaCell": "ha_1",
        "yosysTopAreaCellShare": 0.2094,
        "edf_count": 5,
        "async_flop_share": 0,
        "syn_area_per_cell_um2": 7.468,
        "topCellsByArea": "ha_1 (21%), edfxtp_1 (7.9%), inv_1 (4.7%)",
        "top_cells_by_count": "ha_1 (32), inv_1 (24), nor2_1 (20), nand2_1 (19), o21ai_0 (14)",
        "syn_area_mm2": 0.001912,
        "ys_types": 61,
        "flop_cell": "edfxtp_1",
        "ys_seq_share": 0.07853,
        "synth_flops": 5,
        "ys_cells": 256,
        "yosys_area_mm2": 0.001912,
        "postSynthCellCount": 256,
        "most_common_cell": "ha_1",
        "ys_warn_count": 1,
    },
    "layout": {
        "final-comb-area_mm2": 0.001798,
        "drive_above_1_share": 0.3471,
        "flop_area_um2": 150.1,
        "utilization": 0.5416,
        "filler_cell_count": 520,
        "largest_reg_flops": 5,
        "area_growth_pct": 59.82,
    },
    "hold_path": {
        "worstHoldPathType": "input pin to register",
        "hp-start": "a[3]",
    },
    "clock_network": {
        "numCtsBuffers": 3,
        "clkSlewWorstSetupHoldPaths_ns": 0.03,
        "cts_hold_buf": 0,
        "cts_tree": "yes",
        "clock-sinks": 5,
        "cts_root_buf": "clkbuf_8",
        "cts.path.max_buffers": 2,
        "htreeDepth": 1,
    },
    "die": {
        "fp.dieH_um": 97,
        "core_mm2": 0.005642,
        "chipArea_mm2": 0.009409,
        "row_count": 27,
        "die_x_um": 97,
        "fp-utilization": 0.3389,
        "io_pins": 21,
    },
    "final_timing": {
        "min_period_ns": 6.322,
        "max_freq_ghz": 0.1582,
        "setup_viol": 5,
        "finalClockPeriodUsage": 1.071,
        "slew_viol_final": 0,
        "grt_setup_unrepaired": "true",
        "tns_ns": -1.826,
        "holdWs_ns": 1.709,
        "hold_violations": 0,
        "timing.final.ws_setup_ns": -0.4215,
    },
    "global_route": {
        "antenna_found_initial": 0,
        "grt_max_degree": 27,
        "grt_pass1_vias": 2235,
        "grt_pass1_wl_um": 10700,
        "grt_overflow": 0,
        "grt_usage": 0.1292,
    },
    "placement": {
        "io_buffers": 20,
        "hpwl_um": 4677,
        "finalWeightedCongestion": 0.9219,
    },
    "run_status": {
        "status": "finished with violations",
        "violations": "setup timing",
    },
    "setup_path": {
        "crit_type": "input pin to register",
        "slowest_stage": "o31a_2",
        "slowest_delay_ns": 0.36,
        "cp_common_cell": "buf_4",
        "crit_path_start_kind": "input pin",
        "crit_path_start": "b[0]",
        "cp_max_fo": 4,
        "crit_path_end_kind": "register",
        "crit_required_ns": 5.96,
        "worstPathArrival_ns": 6.38,
    },
    "job": {
        "warnings": 36,
        "cap_violations": 0,
    },
}
[cell families after synthesis]
family	share of synthesized area
simple gates	0.2304
buf+inv	0.06414
compound gates	0.3207
xor+xnor	0.02291
fa+ha+maj	0.2408
other cells	0.001961
mux	0.04057
flops	0.07853
[worst max-delay path: cells and delay by family]
| family | cells | cell delay (ns) |
|---|---|---|
| AND/OR/NAND/NOR | 8 | 1.05 |
| multiplexers | 1 | 0.34 |
| buffers and inverters | 16 | 1.76 |
| AND-OR/OR-AND | 6 | 1.20 |
| adder cells (fa/ha/maj) | 4 | 0.87 |
[power groups by stage]
stage / combinational, µW / sequential (µW) / clock [µW]
after CTS: 380 / 48.2 / 64.3
final: 406 / 48.0 / 62.3
after global routing: 446 / 48.8 / 67.8
[timing repair]
action	CTS	global route
buffers inserted	26	6
setup endpoints to repair	5	5
pin swaps	23	5
cloned	0	0
gates resized	24	8
endpoints found under the hold margin	0	0
[final timing paths]
path	endpoint	depth (start not counted)	slack [ns]
min	result[2]	6	1.71
max	result[1]	35	-0.42
[through the flow]
step	worst slack [ns]	instance area [µm²]	std cells
after detailed placement	-1.282	2698	399
after floorplan	-0.4992	2027	260
after CTS	-0.3019	2985	429
after global routing	-0.6798	3055	435
after global placement	-1.157	2698	399
final	-0.4215	3055	435
[layer usage]
metal	routed length [µm]	track usage	vias up	share of wire
li1	-	-	1163	-
met1	3094	0.1893	1055	0.49
met2	2905	0.2040	41	0.46
met3	221	0.01074	6	0.035
met4	80	0.01917	0	0.013
met5	0	0	-	0
[cell type report]
type	instances	share of cell area
Multi-Input combinational cell	223	0.5885
Clock buffer	4	0.01474
Inverter	24	0.03522
Sequential cell	5	0.04914
Tap cell	72	0.02948
Timing Repair Buffer	107	0.2830
[cell usage in the layout, fill, tap and decap left out, types with 10 or more instances in the layout]
master / Yosys / routed
clkdlybuf4s50_1: 0 / 15
ha_1: 32 / 25
nand2_1: 19 / 19
nand3_1: 11 / 11
inv_1: 24 / 20
buf_4: 0 / 87
o21ai_0: 14 / 11
nor2_1: 20 / 19
nor2b_1: 12 / 10
a21oi_1: 12 / 11
No activity file was given, so power comes from the tool's default toggle rates.
