$ cat design/flow/run.sh
#!/bin/bash
# OpenROAD 26Q1-2900-gdf79404cd8, Yosys 0.63+post, stock flow scripts
make -C /OpenROAD-flow-scripts/flow DESIGN_CONFIG=/design/flow/config.mk WORK_HOME=/design/flow/orfs finish
$ cat design/flow/config.mk
export PLATFORM = sky130hd
export DESIGN_NAME = Sub4bits
export DESIGN_NICKNAME = Sub4bits
export VERILOG_FILES = /design/flow/design.v
export SDC_FILE = /design/flow/constraint.sdc
export NUM_CORES = 4
export LEC_CHECK = 1
export CORE_AREA = 10 10 70 70
export DIE_AREA = 0 0 80 80
$ cat design/flow/constraint.sdc
current_design Sub4bits

set clk_period 5.1
set clk_io_pct 0.2

create_clock -name clk0 -period $clk_period

set non_clock_inputs [all_inputs -no_clocks]
set_input_delay [expr $clk_period * $clk_io_pct] -clock clk0 $non_clock_inputs
set_output_delay [expr $clk_period * $clk_io_pct] -clock clk0 [all_outputs]
$ cat design/flow/design.v
module FullSubtractor( x, y, z, d, b );
input x, y, z;
output d, b;
assign d = x^y^z;
assign b = (~x&(y^z))|(y&z);
endmodule
module Sub4bits(x, y, z, d, b);
  input [3:0] x, y;
  input [3:0] z;
  output[3:0] d, b;
  FullSubtractor FS0(x[0], y[0], z[0], d[0], b[0]);
  FullSubtractor FS1(x[1], y[1], b[0], d[1], b[1]);
  FullSubtractor FS2(x[2], y[2], b[1], d[2], b[2]);
  FullSubtractor FS3(x[3], y[3], b[2], d[3], b[3]);
endmodule
==> run summary <==
Summary of the current implementation state.

- The run finished with clean final reports.
- For this run, the detailed router's first-pass iteration total came to 1.
- Of the synthesized area, sequential elements account for 0.
- The utilization of the core after routing is 0.101, for reference.
- The slew at the pin closest to its max-slew limit is 0.168 ns, for reference.
- Yosys stat counts 22 cells in the synthesized netlist.
- The critical path data required time is 4.08 ns, for reference.
- Per the OpenROAD timing report, the critical path contains 8 cells.
- The core region is 0.00342 mm2.
- In the final layout, the share of cells above drive strength 1 is 0.0323.
- The endpoint type of the worst setup path is an output port, for reference.
- The leakage power is 0.000138 uW, for reference.
- Antenna repair during routing inserted a diode count of 0.
- Setup repair after global routing left no endpoint under its margin.
- Timing would allow up to 0.231 GHz.
- The average via count per standard cell is 1.83, for reference.
- Across the whole layout, storage elements account for 0 um2.
- In this design, the critical path's most frequently occurring cell is fa_1.
- The mapped netlist covers 179 um2.
- On the final layout, the worst hold slack is 3.10 ns.
- The area reported by Yosys stat is 179 um2, for reference.
- The detailed router's first-iteration violation count is 0, for reference.
- The OpenROAD warning count is 35, for reference.
- The number of antenna violations at the first check in global routing came to 0.
- The cell with the largest stage delay on the worst path is fa_1, for reference.
- The OpenROAD report gives the critical path a data arrival time of 3.31 ns.
- The mean instance size in the synthesized netlist is 8.13 um2, for reference.
- The first global-routing pass estimated 745 um of wire.
- The total number of vias is 141, for reference.
- The detailed-route DRC error count is 0, for reference.
- The number of hold buffers added after CTS was 0.
- The number of maximum-capacitance constraint violations is 0, for reference.
- The post-CTS setup buffer count is 0, for reference.
- The total overflow left after global routing is 0.
- In this run the tool buffered the top-level ports with 17 buffer cells.
- The final-report hold violation count is 0, for reference.
- The peak fanout along the critical path is 3, for reference.
- The number of placed I/O pins is 20, for reference.
- The floorplan row count is 21, for reference.
- In this run the critical path is formed by clkdlybuf4s50_1 -> inv_1 -> fa_1 -> inv_1 -> fa_1 -> fa_1 -> maj3_2 -> clkdlybuf4s50_1.
- The via count of the first global-routing pass was 154.
- The number of warnings issued by yosys is 0, for reference.
- Wires add up to 485 um.
- According to the hold report, the worst path is of the in2out type.
- The cell area after placement is 347 um2, for reference.
- The final-layout setup total negative slack is 0 ns, for reference.
- The sequential cell count is 0, for reference.
- For this configuration, the core starts out at a cell density of 0.0524.
- The worst stage delay on the critical path is 0.45 ns, for reference.
- From left edge to right edge, the die measures 80 um.
- The maximum number of pins on one net before global-route repair is 4, for reference.
- Per the layout area report, the combinational gate area comes to 88.8 um2.
- The number of clock buffers in the layout is 0, for reference.
- From bottom edge to top edge, the die measures 80 um.
- After filler insertion, the fill cell instance count of the layout stands at 402.
- The estimated wirelength of the detail-placed design is 485 um, for reference.
- The type of the setup path with the least slack is in2out, for reference.
- The die covers 0.00640 mm2.
- Once the clock tree was built, the resizer swapped 0 gates to a different size.
- The finished cells cover 347 um2.
- Synthesis produced 22 cells.
- Post-route period utilization is reported as 0.849.
- The capture point of the worst path is b[3], for reference.
- The worst hold path stage count is 5, for reference.
- In the final report, the number of pins over their slew limit comes to 0.
- The launching element type of the critical path is a primary input, for reference.
- In the Yosys stats the netlist draws on 5 distinct library cells.
- The shortest clock period the worst path allows after layout is 4.33 ns, for reference.
- The sum of buffers and inverters on the critical path is 4, for reference.
- The power per standard cell area is 96.2 mW/mm2, for reference.
- The family of cells with the greatest summed delay on the critical path is adder cells, for reference.
- Dividing the detail-routed wire length by the instance count gives 6.30 um.
- In this run the tightest slew margin relative to its limit is 0.887.
- The global router's overall resource usage is 0.0144, for reference.
- The remaining antenna violation count is 0, for reference.
- The critical path starts at z[0].
- The worst-case vdd ir drop is 0.0267 mV, for reference.
- Per the gpl log, the routability congestion estimate is 0.743.
- The synthesis-to-finish area growth is 93.7%, for reference.
- The final report lists the setup-violating endpoint count as 0.
per-stage QoR:
| stage | total power (uW) | instances | setup WS, ns |
|---|---|---|---|
| 2_1_floorplan | 19.2 | 22 | 1.55 |
| 3_3_place_gp | 34.2 | 77 | 0.753 |
| 3_5_place_dp | 34.3 | 77 | 0.738 |
| 4_1_cts | 34.5 | 77 | 0.730 |
| 5_1_grt | 37.7 | 77 | 0.590 |
| 6_report | 33.3 | 77 | 0.770 |
cells in the mapped netlist:
| cell | instances | area (um2) |
|---|---|---|
| buf_4 | 8 | 60.1 |
| maj3_2 | 1 | 11.3 |
| xnor2_1 | 2 | 17.5 |
| inv_1 | 8 | 30.0 |
| fa_1 | 3 | 60.1 |
tightest hold or removal path, stage by stage:
cell and delay (ns):
clkdlybuf4s50_1 0.40, inv_1 0.07, fa_1 0.15, inv_1 0.04
clkdlybuf4s50_1 0.40
kinds of logic (layout without fill, tap and decap cells):
| logic type | Yosys count | count (layout) | synth area share |
|---|---|---|---|
| adders and majority gates | 4 | 4 | 0.399 |
| xor gates and xnor gates | 2 | 2 | 0.0979 |
| buffers and inverters | 16 | 25 | 0.504 |
layout make-up:
| type | instances | share of cell area |
|---|---|---|
| repair buffers | 17 | 0.491 |
| multi-input cells | 6 | 0.256 |
| well taps | 46 | 0.166 |
| inverters | 8 | 0.0866 |
metal layers:
metal,vias to the layer above,share of wire,GRT usage
li1,69,-,-
met1,57,0.45,0.0194
met2,15,0.30,0.0193
met3,0,0.25,0.0102
met4,0,0,0
met5,-,0,0
worst min path at each step:
stage     slack (ns)  from   end
6_report        3.10  x[1]  d[1]
4_1_cts         3.11  x[1]  d[1]
5_1_grt         3.14  x[0]  d[0]
power breakdown:
part	internal [uW]	switching, uW
logic	24.8	8.53
clock network	0	0
registers	0	0
total	24.8	8.53
layout by cell type, fill, tap and decap left out, drive strengths merged:
| cell type | n |
|---|---|
| xnor2 | 2 |
| fa | 3 |
| inv | 8 |
| maj3 | 1 |
| clkdlybuf4s50 | 17 |
Power figures rest on the tool's default switching activity, not on a simulated workload.
