==> design.v <==
module up_down_counter( count, clk, reset, control );
 output reg [7:0] count;
 input  clk, reset, control;
 reg crtl;
 always @(posedge clk) begin
    crtl = control;
 end
always @( negedge clk or posedge reset )
 begin
  if ( reset ) begin
  count <= 0;
  end
 else if ( crtl == 1 ) begin
  count <= count + 1;
  end
 else begin
  count <= count - 1;
  end
 end
endmodule
==> run.sh <==
#!/bin/bash
# OpenROAD 26Q1-2900-gdf79404cd8, Yosys 0.63+post, stock flow scripts
make -C /OpenROAD-flow-scripts/flow DESIGN_CONFIG=/design/flow/config.mk WORK_HOME=/design/flow/orfs finish
==> config.mk <==
export PLATFORM = sky130hd
export DESIGN_NAME = up_down_counter
export DESIGN_NICKNAME = up_down_counter
export VERILOG_FILES = /design/flow/design.v
export SDC_FILE = /design/flow/constraint.sdc
export NUM_CORES = 4
export LEC_CHECK = 1
export CORE_AREA = 10 10 77 77
export DIE_AREA = 0 0 87 87
==> constraint.sdc <==
current_design up_down_counter

set clk_period 3.4
set clk_io_pct 0.2

create_clock -name clk0 -period $clk_period [get_ports {clk}]

set non_clock_inputs [all_inputs -no_clocks]
set_input_delay [expr $clk_period * $clk_io_pct] -clock clk0 $non_clock_inputs
set_output_delay [expr $clk_period * $clk_io_pct] -clock clk0 [all_outputs]
==> impl_metrics.ini <==
; implementation run metrics
[place]
place_hpwl_um = 917.2
gp_congestion = 0.7858
port_buffers = 10
preCtsSetupSlack_ns = 0.04571
place_inst = 113

[cells_and_area]
instances_no_fill = 122
fin_util_pct = 18.10
layout-drive-gt1-share_pct = 25.71
syn_to_final_growth_pct = 55.94

[pwr]
p_int_w = 0.0004633
cellLeakagePower_nw = 0.3522
cellPowerDensity_nw_per_um2 = 876.8
pwr-share-clk_pct = 17.1
ir_worst_vdd_uv = 193.9
power_frac_comb_pct = 56.9
p_switching_w = 0.0002279
pwr-share-seq_pct = 26.0
switching_share_pct = 32.97

[flow_run]
maxCapViolCount = 0
warnings = 25

[worst_setup_path]
critPathSlowestCell = dfrtn_1
cp.arrival_ns = 2.58
cp_max_fo = 2
endpoint_kind = primary output
timing.rr.start = crtl
start_kind = register
ff2ff_path_depth = 6
crit_chain = dlygate4sd2_1
path_class = register to primary output
crit_buf_inv = 1
r2r-end = count[7]
critPathMaxStageDelay_ns = 0.42
cp-startpoint = count[5]
cp.required_ns = 2.72
ff2ff_setup_slack_ns = 0.16
cp_top_family = flip-flops

[global_route]
use_met2_pct = 4.797
grt_max_degree = 9
grt-ovfl-total = 0
met3_usage_pct = 1.981
grt_pass1_wl_um = 1883
grt_pass1_vias = 445
grt_busiest_layer = met2
use_met1_pct = 3.606
grt_usage_pct = 3.099
antenna_found_initial = 0

[routing]
num_vias = 393
wire_per_inst_um = 8.885
antenna_cells = 0
drt_pre_antenna_iters = 2
drt-initial-drc-count = 22
drt-total-wl_um = 1084
vias_per_cell = 3.221
ant_nets = 0
drc = 0

[logic_synthesis]
syn_inst = 46
async_flop_share_pct = 88.89
ys_ff = 9
ys_warn_count = 1
synth-edff-count = 0
ff_type = dfrtn_1
yosys_cells = 46
top_cell = dfrtn_1
top_cells_by_area = dfrtn_1, ha_1, xnor2_1
ys_area_um2 = 505.5
yosysTopAreaCell = dfrtn_1
syn-cell-area_um2 = 505.5
postSynthSeqShare_pct = 43.56
yosysUniqueCellTypes = 18
yosysTopAreaCellShare_pct = 39.60
synthTopCellsByCount = dfrtn_1, ha_1, a21oi_1, xnor2_1, inv_1
syn_avg_cell_area_um2 = 10.99

[clock_tree]
clk_pin_slew_ns = 0.03
cts_made_buffers = 3
clock_tree.root_cell = clkbuf_8
clk_latency_ns = 0.25
cts_tree = yes
cts_buffer_depth = 2
holdBufCountCts = 0
htreeDepth = 1
clock-sinks = 9

[floorplanning]
std_cell_rows = 24
dieArea_um2 = 7569
fp.dieH_um = 87
io_pins = 11
chipWidth_um = 87
coreArea_um2 = 4354
initial_utilization_pct = 11.61

[hold_path]
worstHoldEndpoint = count[0]
hp-class = register to register
min_path_cells = 2
min-delay-start = count[0]

[timing]
worstMarginPinSlew_ns = 0.3174
hold_slack_ns = 0.4603
hold_viol = 0
setup_ws_ns = 0.1423
slew_headroom_pct = 78.82
rsz0062_at_grt = false
setup_viol = 0
maxSlewViolCount = 0
setup_tns_ns = 0
fin_skew_ns = 0.02122

[run_status]
status = complete, no violations
cells in the final DEF, fill, tap and decap left out:
| cell type | Yosys | layout |
|---|---|---|
| dfxtp_1 | 1 | 1 |
| a21oi_1 | 5 | 3 |
| o21bai_1 | 1 | 1 |
| a21oi_2 | 0 | 2 |
| dfrtn_1 | 8 | 8 |
| clkbuf_1 | 0 | 1 |
| nand2_1 | 3 | 3 |
| inv_1 | 4 | 3 |
| buf_4 | 0 | 10 |
| fa_1 | 1 | 1 |
| o211ai_1 | 1 | 1 |
| clkbuf_8 | 0 | 3 |
| nor2b_1 | 1 | 1 |
| a41oi_2 | 1 | 1 |
| ha_1 | 6 | 6 |
| a211oi_2 | 1 | 1 |
| a21o_1 | 1 | 1 |
| inv_2 | 0 | 1 |
| xnor2_1 | 5 | 5 |
| a211oi_1 | 1 | 1 |
| clkdlybuf4s50_1 | 0 | 2 |
| xor2_1 | 1 | 1 |
| dlygate4sd2_1 | 0 | 8 |
| nor2_1 | 3 | 3 |
| o21ai_0 | 2 | 2 |
metrics by stage:
step | total power, W | instance area [um^2]
2_1_floorplan | 0.0003953 | 505.5
3_3_place_gp | 0.0005516 | 708.2
3_5_place_dp | 0.0005589 | 708.2
4_1_cts | 0.0006937 | 780.7
5_1_grt | 0.0007661 | 788.3
6_report | 0.0006912 | 788.3
state kept, by name, indices dropped and copies added, names as in the netlist:
signal,flops
crtl,1
count,8
cell type report:
cell class,instances,area (um^2)
Clock buffer,4,45.04
Fill cell,457,3566
Multi-Input combinational cell,33,277.8
Tap cell,52,65.06
Timing Repair Buffer,20,165.2
Sequential cell,9,220.2
Inverter,4,15.01
how the worst max path moves through the flow:
stage	to	slack, ns	cells past startpoint
6_report	count[5]	0.14	1
5_1_grt	count[6]	0.03	6
4_1_cts	count[6]	0.06	6
metal layers:
metal / vias to the layer above / part of all wire, %
met3: 2 / 12
met5: - / 0
met2: 10 / 42
met1: 171 / 45
met4: 0 / 1.1
li1: 210 / -
power groups by stage:
stage                 clock network, W  registers [W]  logic, W
after CTS                     0.000123       0.000181  0.000390
after global routing          0.000131       0.000187  0.000448
final                         0.000118       0.000180  0.000393
kinds of logic (layout without fill, tap and decap cells):
family	after synthesis	in the layout	share of synthesized area, %
flops	9	9	43.56
simple gates	7	7	5.694
compound gates	13	13	18.57
xor+xnor	6	6	10.40
fa+ha+maj	7	7	18.81
buf+inv	4	28	2.969
timing repair:
| item | CTS | global route |
|---|---|---|
| setup buffers | 5 | 0 |
| gates resized | 8 | 3 |
| setup endpoints to repair | 8 | 2 |
Power figures rest on the tool's default switching activity, not on a simulated workload.
